**flow/run.sh**
```bash
#!/bin/bash
# OpenROAD 26Q1-2900-gdf79404cd8, Yosys 0.63+post, stock flow scripts
make -C /OpenROAD-flow-scripts/flow DESIGN_CONFIG=/design/flow/config.mk WORK_HOME=/design/flow/orfs finish
```
**flow/config.mk**
```make
export PLATFORM = sky130hd
export DESIGN_NAME = mul_div
export DESIGN_NICKNAME = mul_div
export VERILOG_FILES = /design/flow/design.v
export SDC_FILE = /design/flow/constraint.sdc
export NUM_CORES = 4
export LEC_CHECK = 1
export CORE_UTILIZATION = 30
```
**flow/constraint.sdc**
```tcl
current_design mul_div

set clk_period 24.3
set clk_io_pct 0.2

create_clock -name clk0 -period $clk_period [get_ports {clk}]

set non_clock_inputs [all_inputs -no_clocks]
set_input_delay [expr $clk_period * $clk_io_pct] -clock clk0 $non_clock_inputs
set_output_delay [expr $clk_period * $clk_io_pct] -clock clk0 [all_outputs]
```
**flow/design.v**
```verilog
module mul_div(
    input clk,
    input rst_p,
    input [31 : 0] A,
    input [31 : 0] B,
    input  [2 : 0] mul_div,
    output done,
    output [63 : 0] res
);
wire [63 : 0] mul_res;
wire [31 : 0] q_res;
wire [31 : 0] r_res;
wire mul_doing;
wire div_doing;
reg [1 : 0] mul_div_save;
always @(posedge clk)
begin
    if(done) mul_div_save <= mul_div[1:0];
    else ;
end
assign res = mul_div_save[1] ? mul_res : {r_res, q_res};
assign done = !mul_doing && !div_doing;
mul_32 mul_32(
    .clk   (clk),
    .rst_p (rst_p),
    .A (A),
    .B (B),
    .signed_mul (mul_div[2]),
    .start (mul_div[1]),
    .doing (mul_doing),
    .S (mul_res)
);
div_32 div_32(
    .clk   (clk),
    .rst_p (rst_p),
    .A (A),
    .B (B),
    .signed_div (mul_div[2]),
    .start (mul_div[0]),
    .doing (div_doing),
    .Q (q_res),
    .R (r_res)
);
endmodule
module mul_32(
    input clk,
    input rst_p,
    input [31 : 0] A,
    input [31 : 0] B,
    input signed_mul,
    input  start,
    output doing,
    output [63 : 0] S
);
assign doing = 1'b0;  
wire [63 : 0] A_extended = { {32{signed_mul?A[31]:1'b0}}, A};
wire [63 : 0] B_extended = { {32{signed_mul?B[31]:1'b0}}, B};
reg  [63 : 0] add_num[16 : 0];
wire [34 : 0] booth_flag = {{2{B_extended[32]}}, B, 1'd0};
reg  [16 : 0] cin_0;
genvar i;
generate
    for(i = 0; i < 17; i = i + 1)
    begin: generate_add_num
        always @(posedge clk)
        begin
            add_num[i] <= ( {64{(booth_flag[2*i+2 : 2*i] == 3'b000)}} & 64'd0                   ) |
                          ( {64{(booth_flag[2*i+2 : 2*i] == 3'b001)}} &  A_extended << 2*i      ) |
                          ( {64{(booth_flag[2*i+2 : 2*i] == 3'b010)}} &  A_extended << 2*i      ) |
                          ( {64{(booth_flag[2*i+2 : 2*i] == 3'b011)}} &  (A_extended << 1 + 2*i)) |
                          ( {64{(booth_flag[2*i+2 : 2*i] == 3'b100)}} & ~(A_extended << 1 + 2*i)) |
                          ( {64{(booth_flag[2*i+2 : 2*i] == 3'b101)}} & ~(A_extended << 2*i)    ) |
                          ( {64{(booth_flag[2*i+2 : 2*i] == 3'b110)}} & ~(A_extended << 2*i)    ) |
                          ( {64{(booth_flag[2*i+2 : 2*i] == 3'b111)}} &  64'd0                  ) ;
            cin_0[i] <= (booth_flag[2*i+2 : 2*i] == 3'b100) |
                        (booth_flag[2*i+2 : 2*i] == 3'b101) |
                        (booth_flag[2*i+2 : 2*i] == 3'b110) ;
        end
    end
endgenerate
wire [16 : 0] root[63 : 0];
generate
    for(i = 0; i < 64; i = i + 1)
    begin: generate_root
        assign root[i] = {add_num[16][i], add_num[15][i], add_num[14][i], add_num[13][i],
                          add_num[12][i], add_num[11][i], add_num[10][i], add_num[ 9][i],
                          add_num[ 8][i], add_num[ 7][i], add_num[ 6][i], add_num[ 5][i],
                          add_num[ 4][i], add_num[ 3][i], add_num[ 2][i], add_num[ 1][i],
                          add_num[ 0][i]};
    end
endgenerate
wire [14 : 0] cin[63 : 0];
assign cin[0] = cin_0[14 : 0];
wire [63 : 0] num1;
wire [63 : 0] num2;
generate
    for(i = 0; i < 64; i = i + 1)
    begin: connect_Wallace_tree
        if(i < 63) Wallace_tree Wallace_tree(root[i], cin[i], cin[i+1], num1[i], num2[i+1]);
        else       Wallace_tree Wallace_tree(root[i], cin[i],         , num1[i],          );
    end
endgenerate
assign num2[0] = cin_0[15];
assign S = num1 + num2 + cin_0[16];
endmodule
module Wallace_tree(
    input [16 : 0] root,
    input [14 : 0] cin,
    output [14 : 0] cout,
    output S,
    output C
);
wire [16 : 0] level_0 = root;
wire [11 : 0] level_1;
wire [ 8 : 0] level_2;
wire [ 5 : 0] level_3;
wire [ 2 : 0] level_4;
wire [ 2 : 0] level_5;
CSA #(.WIDTH(5)) CSA_0(level_0[4:0], level_0[9:5], level_0[14:10], level_1[4:0], cout[4:0]);
assign level_1[6:5] = level_0[16:15];
assign level_1[11:7] = cin[4:0];
CSA #(.WIDTH(4)) CSA_1(level_1[3:0], level_1[7:4], level_1[11:8], level_2[3:0], cout[8:5]);
assign level_2[7:4] = cin[8:5];
assign level_2[8] = 1'b0;
CSA #(.WIDTH(3)) CSA_2(level_2[2:0], level_2[5:3], level_2[8:6], level_3[2:0], cout[11:9]);
assign level_3[5:3] = cin[11:9];
CSA #(.WIDTH(2)) CSA_3(level_3[1:0], level_3[3:2], level_3[5:4], level_4[1:0], cout[13:12]);
assign level_4[2] = cin[12];
CSA #(.WIDTH(1)) CSA_4(level_4[0], level_4[1], level_4[2], level_5[0], cout[14]);
assign level_5[2:1] = cin[14:13];
CSA #(.WIDTH(1)) CSA_5(level_5[0], level_5[1], level_5[2], S, C);
endmodule
module CSA #
(
    parameter WIDTH = 1
)
(
    input [WIDTH - 1 : 0] A,
    input [WIDTH - 1 : 0] B,
    input [WIDTH - 1 : 0] C,
    output [WIDTH - 1 : 0] D,
    output [WIDTH - 1 : 0] E
);
assign D = A ^ B ^ C;
assign E = ((A & B) | (B & C) | (C & A));
endmodule
module div_32(
    input clk,
    input rst_p,
    input [31 : 0] A,
    input [31 : 0] B,
    input signed_div,
    input  start,
    output doing,
    output [31 : 0] Q,
    output [31 : 0] R
);
reg [4 : 0] count;
wire running = (count != 5'd0);  
assign doing = running;  
always @(posedge clk)
begin
    if(rst_p) count <= 5'd0;
    else if(!running && start) count <= 5'd31;
    else if(running) count <= count - 5'd1;
    else ;
end
wire A_signal = A[31];
wire B_signal = B[31];
wire Q_signal = (A_signal ^ B_signal) && signed_div;
wire R_siganl = A_signal && signed_div;
wire [63 : 0] A_extended = {32'b0, (signed_div && A_signal) ? ({1'b0, (~A[30:0])} + 32'd1) : A};
wire [32 : 0] B_extended = { 1'b0, (signed_div && B_signal) ? ({1'b0, (~B[30:0])} + 32'd1) : B};
reg Q_signal_save;
reg R_signal_save;
reg [63 : 0] A_extended_save;
reg [32 : 0] B_extended_save;
always @(posedge clk)
begin
    if(!running && start)
    begin
        Q_signal_save   <= Q_signal;
        R_signal_save   <= R_siganl;
        B_extended_save <= B_extended;
    end
    else ;
end
wire [32 : 0] sub_res = (running ? A_extended_save[63:31] : A_extended[63:31]) - (running ? B_extended_save : B_extended);
wire [32 : 0] restore = running ? A_extended_save[63:31] : A_extended[63:31];
wire less = sub_res[32];
reg  [31 : 0] Q_temp;
always @(posedge clk)
begin
    if(start || running)
    begin
        A_extended_save[63:0] <= {(less ? restore[31:0] : sub_res[31:0]),
                                  running ? A_extended_save[30:0] : A_extended[30:0], 1'b0};
        Q_temp[0] <= !less;
        Q_temp[31:1] <= Q_temp[30:0];
    end
    else ;
end
assign Q = Q_signal_save ? {1'b1, ~Q_temp[30 : 0]} + 32'd1 : Q_temp[31 : 0];
assign R = R_signal_save ? {1'b1, ~A_extended_save[62 : 32]} + 32'd1 : A_extended_save[63 : 32];
endmodule
```
==> results_slide.txt <==
Key Metrics from the Run

STA
  – Setup TNS Final: 0 ns
  – Clk_skew: 0.05038 ns
  – Fin crit period: 14.45 ns
  – RSZ-0062 raised after global routing: false
  – Final setup fails: 0
  – Final hold vios: 0
  – Max frequency: 69.20 MHz
  – Worst-Margin Slew: 0.9775 ns
  – Relative slew slack: 0.3428
  – Final period util: 0.5947
  – Slew Limit Fails: 0
  – Final worst slack: 9.850 ns

Setup path
  – Critical Path Max Stage Delay: 1.04 ns
  – Crit-path slowest cell: fa_1
  – Crit path launch type: flip-flop
  – WP data arrival: 9.59 ns
  – WS Path Type: reg -> out
  – Reg-to-reg startpoint: div_32.count[0]$_SDFFE_PP0P_
  – Crit path top cell by count: fa_1
  – R2R Path End: div_32.A_extended_save[54]$_DFFE_PP_
  – CP Max Fanout: 22
  – CP endpoint kind: primary output
  – Reg2reg path depth: 19
  – Req. time, crit path: 19.44 ns

GRT
  – M2 GR Usage: 0.3197
  – Pin count of the biggest net entering global routing: 70
  – First-pass GRT wire length: 327.4 mm
  – Number of global-route vias before repair: 48650
  – Gr busiest metal: met2
  – Total GRT Usage: 0.2150
  – Global routing usage on met1: 0.2779
  – Global route total overflow: 0
  – GR Util met3: 0.09332
  – Initial antenna violation count: 18

Clock network
  – CTS tree: yes
  – Post-CTS setup repair buffer count: 0
  – Root buffer cell: clkbuf_16
  – Clk latency late pin: 0.72 ns
  – Total clock sinks: 728
  – Clock buffer depth: 3
  – TritonCTS Buffers: 85
  – Post-CTS sizing: 0
  – Hold buffer count at CTS: 0
  – Reg clk slew, reported paths: 0.06 ns
  – H-tree Lvls: 3

Routing
  – Total wire length: 221.2 mm
  – Number of DRC markers in iteration 0: 3467
  – Residual DRC count: 0
  – Routed Antenna Nets: 0
  – Vias per cell: 5.016
  – Pre-Repair DR Iteration Count: 6
  – Drt wl/cell: 23.38 µm
  – DR vias: 47470

Floorplan
  – FP Util: 0.3031
  – Die span in y: 463.1 µm
  – Chip area: 214400 µm²
  – Die x size: 463.1 µm
  – I/O pin count: 134
  – Core Area: 210400 µm²
  – Std cell rows: 168

Worst hold path
  – Hold WC Path Type: reg -> reg
  – Hold Startpoint: div_32.count[4]$_SDFFE_PP0P_
  – Worst Hold Endpoint: div_32.count[4]$_SDFFE_PP0P_
  – Hold Crit Depth: 2

Run status
  – Outcome: finished, final reports clean

Logic synthesis
  – Count of library flops with an enable pin: 130
  – # Cells Yosys: 6705
  – Dominant register cell: dfxtp_1
  – Ys flops: 728
  – Syn avg cell area: 9.512 µm²
  – Yosys xor share: 0.09819
  – Synth warn: 5
  – Cell Type Count: 84
  – Cells after Synth: 6705
  – Yosys adder share: 0.3128
  – FFs w/ async S/R, synth: 0
  – Yosys stat chip area: 63780 µm²
  – Netlist Area Pre-Place: 63780 µm²
  – Ao+oa area frac: 0.1432
  – Seq share, synth: 0.2489
  – Simple share: 0.07394
  – Dominant comb cell: adder cells
  – Mux frac, synth: 0.01569

Job
  – OpenROAD warning count: 30
  – Max Cap Viol: 0

Finish
  – Filler Cell Count: 20910
  – Layout Cells excl Fill: 9464
  – Layout cells sized above 1: 0.06925
  – P&R area growth vs syn: 11.18%

Placement
  – PortBufs: 133
  – Placement Setup Slack: 10.71 ns
  – HPWL after DPL: 159.0 mm
  – Placer Congestion: 0.9687
  – Placed cell count: 9308
[sequential cells by signal, summed over array words and instances, names as in the netlist]
signal,cells
div_32.Q_temp,32
mul_32.cin_0,1
div_32.count,5
div_32.Q_signal_save,1
div_32.B_extended_save,32
mul_32.add_num,592
div_32.A_extended_save,63
mul_div_save,1
div_32.R_signal_save,1
[layout make-up]
class	count	area [µm²]	area share
Clock buffer	119	2531	0.03570
Inverter	1299	4876	0.06876
Timing Repair Buffer	314	2450	0.03455
Multi-Input combinational cell	4162	41230	0.5814
Tap cell	2805	3510	0.04949
Clock inverter	35	429.2	0.006052
Sequential cell	728	15880	0.2239
Antenna cell	2	5.005	0.00007058
[metrics by stage]
stage | cell area [µm²] | util | hold slack (ns)
2_1_floorplan | 63780 | - | 0.4342
3_3_place_gp | 67940 | 0.3229 | 0.4511
3_5_place_dp | 67940 | 0.3229 | 0.4614
4_1_cts | 70900 | 0.3370 | 0.4703
5_1_grt | 70910 | 0.3370 | 0.4872
6_report | 70910 | 0.3370 | 0.4700
[placed cells by master, fill, tap and decap left out, types with 144 or more instances in the layout]
cell type  count
a21oi_1      190
buf_4        181
nor2_1       537
inv_1       1294
o21ai_0      283
xor2_1       556
xnor2_1      144
dfxtp_1      595
nand2_1      212
a221o_1      379
ha_1         173
fa_1         888
[cell usage after synthesis (79+ instances only)]
cell type  instances  area (µm²)
a21oi_1          190       950.9
a221o_1          379        3794
a22oi_1           92       690.7
and2_1            79       494.2
buf_1             84       315.3
clkbuf_1         428        1607
dfxtp_1          598       11970
edfxtp_1         130        3904
fa_1             888       17780
ha_1             173        2165
inv_1           1297        4868
nand2_1          213       799.5
nor2_1           550        2064
o21ai_0          284        1421
xnor2_1          144        1261
xor2_1           571        5001
[cell families (layout without fill, tap and decap cells)]
family	Yosys count	after routing
buffers and inverters	1815	1767
XOR/XNOR	715	715
flip-flops	728	728
AND-OR/OR-AND	1235	1235
multiplexers	97	97
other	1	3
adder cells (fa/ha/maj)	1062	1062
AND/OR/NAND/NOR	1052	1052
[worst max-delay path: cells and delay by family, from the launching register on]
| kind | cells | cell delay, ns |
|---|---|---|
| DFF | 1 | 0.31 |
| and+or+nand+nor | 4 | 1.13 |
| adders and majority gates | 7 | 3.78 |
| AOI/OAI and AO/OA | 6 | 1.95 |
| buffers and inverters | 8 | 1.69 |
[worst max-delay path by stage]
stage | start | to | slack (ns) | cells after the start
after global routing | mul_32.add_num[14][27]$_DFF_P_ | res[63] | 9.43 | 25
after CTS | mul_32.add_num[14][27]$_DFF_P_ | res[63] | 9.90 | 25
final | mul_32.add_num[14][27]$_DFF_P_ | res[63] | 9.85 | 25
[per-layer routing]
metal / part of all wire / routed length, µm / up-vias
met5: 0.00095 / 211 / -
met4: 0.054 / 11920 / 8
met3: 0.12 / 25640 / 519
met2: 0.44 / 98070 / 2416
met1: 0.39 / 85390 / 23350
li1: - / - / 21170
